**/design/flow/config.mk**
```make
export PLATFORM = sky130hd
export DESIGN_NAME = washing_mach
export DESIGN_NICKNAME = washing_mach
export VERILOG_FILES = /design/flow/design.v
export SDC_FILE = /design/flow/constraint.sdc
export NUM_CORES = 4
export LEC_CHECK = 1
export CORE_AREA = 10 10 76 76
export DIE_AREA = 0 0 86 86
```
**/design/flow/constraint.sdc**
```tcl
current_design washing_mach

set clk_period 1.2
set clk_io_pct 0.2

create_clock -name clk0 -period $clk_period [get_ports {clk}]

set non_clock_inputs [all_inputs -no_clocks]
set_input_delay [expr $clk_period * $clk_io_pct] -clock clk0 $non_clock_inputs
set_output_delay [expr $clk_period * $clk_io_pct] -clock clk0 [all_outputs]
```
**/design/flow/design.v**
```verilog
`timescale 1ns / 1ps
module washing_mach(
    input clk,
    input reset,
    input door_close,
    input start,
    input filled,
    input detergent_added,
    input cycle_timeout,
    input drained,
    input spin_timeout,
    output reg door_lock,
    output reg motor_on,
    output reg fill_valve_on,
    output reg drain_valve_on,
    output reg done,
    output reg soap_wash,
    output reg water_wash
);
    parameter check_door = 3'b000;
    parameter fill_water = 3'b001;
    parameter add_detergent = 3'b010;
    parameter cycle = 3'b011;
    parameter drain_water = 3'b100;
    parameter spin = 3'b101;   
    reg [2:0] current_state, next_state;
    always @(current_state or start or door_close or filled or detergent_added or drained or cycle_timeout or spin_timeout)
    begin
        case(current_state)
            check_door:
                if(door_close == 1 && start == 1) begin
                    next_state = fill_water;
                    motor_on = 0;
                    fill_valve_on = 0;
                    drain_valve_on = 0;
                    door_lock = 1;
                    soap_wash = 0;
                    water_wash = 0;
                    done = 0;
                end else begin
                    next_state = current_state;
                    motor_on = 0;
                    fill_valve_on = 0;
                    drain_valve_on = 0;
                    door_lock = 0;
                    soap_wash = 0;
                    water_wash = 0;
                    done = 0;
                end
            fill_water:
                if (filled == 1) begin
                    if (soap_wash == 0) begin
                        next_state = add_detergent;
                        motor_on = 0;
                        fill_valve_on = 0;
                        drain_valve_on = 0;
                        door_lock = 1;
                        soap_wash = 1;
                        water_wash = 0;
                        done = 0;
                    end else begin
                        next_state = cycle;
                        motor_on = 0;
                        fill_valve_on = 0;
                        drain_valve_on = 0;
                        door_lock = 1;
                        soap_wash = 1;
                        water_wash = 1;
                        done = 0;
                    end
                end else begin
                    next_state = current_state;
                    motor_on = 0;
                    fill_valve_on = 1;
                    drain_valve_on = 0;
                    door_lock = 1;
                    done = 0;
                end
            add_detergent:
                if (detergent_added == 1) begin
                    next_state = cycle;
                    motor_on = 0;
                    fill_valve_on = 0;
                    drain_valve_on = 0;
                    door_lock = 1;
                    soap_wash = 1;
                    done = 0;
                end else begin
                    next_state = current_state;
                    motor_on = 0;
                    fill_valve_on = 0;
                    drain_valve_on = 0;
                    door_lock = 1;
                    soap_wash = 1;
                    water_wash = 0;
                    done = 0;
                end
            cycle:
                if (cycle_timeout == 1) begin
                    next_state = drain_water;
                    motor_on = 0;
                    fill_valve_on = 0;
                    drain_valve_on = 0;
                    door_lock = 1;
                    soap_wash = 1;
                    water_wash = 0;
                    done = 0;
                end else begin
                    next_state = current_state;
                    motor_on = 1;
                    fill_valve_on = 0;
                    drain_valve_on = 0;
                    door_lock = 1;
                    soap_wash = 1;
                    water_wash = 0;
                    done = 0;
                end
            drain_water:
                if (drained == 1) begin
                    if (water_wash == 0) begin
                        next_state = fill_water;
                        motor_on = 0;
                        fill_valve_on = 0;
                        drain_valve_on = 0;
                        door_lock = 1;
                        soap_wash = 1;
                        water_wash = 1;
                        done = 0;
                    end else begin
                        next_state = spin;
                        motor_on = 0;
                        fill_valve_on = 0;
                        drain_valve_on = 1;
                        door_lock = 1;
                        soap_wash = 1;
                        water_wash = 1;
                        done = 0;
                    end
                end else begin
                    next_state = current_state;
                    motor_on = 0;
                    fill_valve_on = 0;
                    drain_valve_on = 1;
                    door_lock = 1;
                    soap_wash = 1;
                    water_wash = 1;
                    done = 0;
                end
            spin:
                if (spin_timeout == 1) begin
                    next_state = check_door;
                    motor_on = 0;
                    fill_valve_on = 0;
                    drain_valve_on = 0;
                    door_lock = 0;
                    soap_wash = 0;
                    water_wash = 0;
                    done = 1;
                end else begin
                    next_state = current_state;
                    motor_on = 0;
                    fill_valve_on = 0;
                    drain_valve_on = 1;
                    door_lock = 1;
                    soap_wash = 1;
                    water_wash = 1;
                    done = 0;
                end
            default:
                next_state = check_door;
        endcase
    end
    always @(posedge clk or negedge reset)
    begin
        if (!reset) begin
            current_state <= check_door;
        end else begin
            current_state <= next_state;
        end
    end
endmodule
```
**/design/flow/run.sh**
```bash
#!/bin/bash
# OpenROAD 26Q1-2900-gdf79404cd8, Yosys 0.63+post, stock flow scripts
make -C /OpenROAD-flow-scripts/flow DESIGN_CONFIG=/design/flow/config.mk WORK_HOME=/design/flow/orfs finish
```
==> results.yml <==
# implementation run metrics
setup_path:
  r2r_slack_ns: 0.38
  cpPeakStageDelay_ns: 0.49
  cp.arrival_ns: 0.95
  cp_slowest_cell: "clkdlybuf4s50_1"
  endpoint_kind: "flop"
  crit_required_ns: 1.30
  crit_type: "in2reg"
  worstPathMaxFanout: 3
  start_kind: "primary input"
  cp_cell_sequence: "clkdlybuf4s50_1 > nand2b_1 > o211ai_1"
synthesis:
  ys_area_um2: 441.7
  synth.largest_area_cell: "dfrtp_1"
  yosys.cell_types.count: 20
  yosys_cells: 45
  syn_area_per_cell_um2: 9.815
  synthDominantCellAreaShare: 0.2833
  synthTopCellsByArea: "dfrtp_1, dlxtn_1, nand2_1"
  ys_async_sr_fraction: 0.4615
  synthCells: 45
  syn_area_um2: 441.7
  edf_count: 0
  synthTopCellsByCount: "nand2_1, dlxtn_1, dfrtp_1"
  synth_warnings: 1
  top_cell: "nand2_1"
  yosys_most_used_dff: "dlxtn_1"
  ys_seq_elements: 13
sta:
  fmaxAchievable_mhz: 1171
  finalCritPeriodShare: 0.7114
  setup_violations: 0
  final-hold-violation-count: 0
  unclocked_regs: 7
  maxSlewViolCount: 0
  post-route-min-period_ns: 0.8536
  fin_tns_setup_ns: 0
  rsz0062_at_grt: "no"
  untimed_endpoints: 14
  worst_hold_slack_ns: 0.2656
  skew_ns: 0.006781
  max_slew.worst_pin.slew_ns: 0.5240
  slew_headroom: 0.6480
run:
  warnings: 25
  cap_violations: 0
cts:
  cts_root_buffer: "clkbuf_8"
  cts_max_level: 1
  cts_setup_buffers: 0
  clkTransAtPathRegs_ns: 0.04
  cts_resized: 0
  clkLatencyLatePin_ns: 0.22
  cts_tree: "yes"
  ctsHoldBuffers: 0
  cts_buffers: 3
  cts_buffer_depth: 2
detailed_routing:
  via_count: 393
  initialDrtViolationCount: 28
  wl_per_cell_um: 10.38
  wl_um: 1204
  viasPerCell: 3.388
  ant_nets: 0
  route.detailed.drc: 0
  antennaDiodeCount: 0
  dr.pass1.iters: 4
global_route:
  grt_pass1_vias: 432
  gr-total-overflow: 0
  grt_pass1_wl_um: 2021
  grt_max_degree: 7
  grt_use_total: 0.03384
  antenna_found_initial: 0
final_layout:
  drive_gt1_frac: 0.1212
  fill_cells: 439
  logic_area_um2: 173.9
  area_delta_synth_final_pct: 61.76
  ff_latch_area_um2: 256.5
die:
  dieWidth_um: 86
  core_area_mm2: 0.004115
  fp-utilization: 0.1073
  chipArea_mm2: 0.007396
  num_rows: 23
  ioPinCount: 16
  die_h_um: 86
place:
  gp_congestion: 0.7737
  place_hpwl_um: 1046
  portBuffers: 15
power_and_ir_drop:
  p_leak_nw: 0.3070
  p_per_area_mw_per_mm2: 2320
  ir_drop_uv: 600.4
  power_w: 0.001658
worst_hold_path:
  hp-class: "in2async"
status:
  outcome: "finished, final reports clean"
## per-stage QoR
step | std cells | worst slack (ns) | cell area, um^2 | util
CTS | 116 | 0.3398 | 714.4 | 0.1736
floorplan | 45 | 0.4270 | 441.7 | -
finish | 116 | 0.3464 | 714.4 | 0.1736
global placement | 112 | 0.1291 | 669.4 | 0.1627
detailed placement | 112 | 0.1169 | 669.4 | 0.1627
global route | 116 | 0.2921 | 714.4 | 0.1736
## cells by family after synthesis
kind of cell | synth area share
compound gates | 0.1530
buf+inv | 0.02549
flops | 0.3428
latches | 0.2380
simple gates | 0.2408
## layer usage
layer / GRT usage / part of all wire
met1: 0.03612 / 0.38
met4: 0.002994 / 0
met2: 0.05341 / 0.49
met5: 0 / 0
met3: 0.02669 / 0.13
## critical path, delay by kind of cell
family                 cells  cell delay (ns)
buffers and inverters      1             0.49
and+or+nand+nor            1             0.13
AOI/OAI and AO/OA          1             0.08
## cell type report
type                    count  area share
repair buffers             17      0.2312
flip-flops and latches     13      0.3590
multi-input cells          29      0.2434
clock buffers               4     0.06305
inverters                   3     0.01576
well taps                  50     0.08757
## worst paths after layout
kind                             startpoint                to  cells after the start
max                                  filled  current_state[3]                      3
min                                   reset  current_state[5]                      1
max reg2reg                current_state[0]  current_state[3]                      2
min reg2reg                current_state[0]  current_state[0]                      1
max in group asynchronous             reset  current_state[0]                      1
min in group clk0          current_state[0]  current_state[0]                      1
## power by group
part | switching, W | internal, W | total [W]
clock network | 0.0000849 | 0.000228 | 0.000313
registers | 0.000143 | 0.000585 | 0.000728
logic | 0.000233 | 0.000383 | 0.000616
total | 0.000461 | 0.00120 | 0.00166
## layout by cell type (no fill, tap or decap), drive strengths merged
cell and count:
clkdlybuf4s50 15, nand2 8, dlxtn 7, dfrtp 5, clkbuf 4, inv 3, nand3 3, nand2b 2
o211ai 2, nor2b 2, o21ai 2, buf 2, nor4 1, and2 1, a21o 1, o22ai 1
nand3b 1, or4 1, nor3 1, o31ai 1, o311ai 1, a21oi 1, dfstp 1
## registers in the layout (all words and copies together), names as in the netlist
register,cells
done,1
fill_valve_on,1
drain_valve_on,1
water_wash,1
door_lock,1
motor_on,1
soap_wash,1
current_state,6
Power and IR drop assume default switching activity.
