**/design/flow/config.mk**
```make
export PLATFORM = sky130hd
export DESIGN_NAME = seq_1101
export DESIGN_NICKNAME = seq_1101
export VERILOG_FILES = /design/flow/design.v
export SDC_FILE = /design/flow/constraint.sdc
export NUM_CORES = 4
export LEC_CHECK = 1
export CORE_AREA = 10 10 70 70
export DIE_AREA = 0 0 80 80
```
**/design/flow/constraint.sdc**
```tcl
current_design seq_1101

set clk_period 1.4
set clk_io_pct 0.2

create_clock -name clk0 -period $clk_period [get_ports {clk}]

set non_clock_inputs [all_inputs -no_clocks]
set_input_delay [expr $clk_period * $clk_io_pct] -clock clk0 $non_clock_inputs
set_output_delay [expr $clk_period * $clk_io_pct] -clock clk0 [all_outputs]
```
**/design/flow/design.v**
```verilog
`timescale 1ns / 1ps
module seq_1101(
    input clk,
    input  x,
    input reset,
    output reg z
    );
parameter A =2'b00,B=2'b01,C=2'b10,D=2'b11 ;
reg [1:0] next_state,present_state ;
always @(posedge clk or posedge reset) begin
    if (reset) 
        present_state<=A;
    else    present_state<=next_state;
end
always @(present_state or x) begin
z=0;
    case (present_state)
       A : begin
            z=x? 0:0;
           next_state = x ? B : A;
       end
       B : begin
            z=x? 0:0;
           next_state = x ? C : A;
       end
       C : begin
            z=x? 0:0;
           next_state = x ? C : D;
       end
       D : begin
            z=x? 1:0;
           next_state = x ? B : A;
       end
        default: begin
           next_state = A;
       end
    endcase
end
endmodule
```
**/design/flow/run.sh**
```bash
#!/bin/bash
# OpenROAD 26Q1-2900-gdf79404cd8, Yosys 0.63+post, stock flow scripts
make -C /OpenROAD-flow-scripts/flow DESIGN_CONFIG=/design/flow/config.mk WORK_HOME=/design/flow/orfs finish
```
==> flow_metrics.py <==
# Metrics from the implementation run
metrics = {
    "outcome": {
        "run_status": "finished clean",
    },
    "drt": {
        "viasPerCell": 1.65,
        "post_drt_wl_per_cell_um": 4.95,
        "num_antenna_cells": 0,
        "drtIter0Drc": 11,
        "vias": 109,
        "drt-met1-wl_um": 109,
        "met3_length_um": 70,
        "drc": 0,
        "topRoutingLayerUsed": "met4",
        "postRouteAntennaNets": 0,
        "dr.pass1.iters": 2,
        "wirelength_um": 327,
        "wl_met2_um": 141,
    },
    "yosys": {
        "synthCells": 11,
        "netlist_area_um2": 141,
        "synth.area.top_cells": "dfrtp_1, dfstp_2, o21a_1",
        "ys_cells": 11,
        "avgSynthCellArea_um2": 12.9,
        "top_area_share_pct": 53.1,
        "ys_seq_share_pct": 71.7,
        "ys_ff": 4,
        "top_area_cell": "dfrtp_1",
        "yosys.stat.chipArea_um2": 141,
        "yosysUniqueCellTypes": 8,
        "ys_warn_count": 1,
    },
    "final_layout": {
        "stdcell_count": 66,
        "largest-register": "present_state",
        "drive_above_1_share_pct": 30.0,
        "n_fill_cell": 405,
        "largest_reg_flops": 4,
        "postLayoutCoreUtil_pct": 7.84,
        "area_growth_pct": 89.4,
        "biggestRegsByFlops": "present_state (4)",
    },
    "global_routing": {
        "grt_pass1_vias": 136,
        "antenna_found_initial": 0,
        "grt_max_degree": 5,
        "grt-ovfl-total": 0,
        "grt_pass1_wl_um": 552,
        "grt_util_all_layers_pct": 1.18,
    },
    "die": {
        "rows": 21,
        "die_h_um": 80,
        "die_area_mm2": 0.00640,
        "die_x_um": 80,
        "num_io_pins": 4,
        "fp_util_pct": 4.14,
        "core_mm2": 0.00342,
    },
    "timing": {
        "setup_ws_ps": 133,
        "finalSetupViolCount": 0,
        "hold_violations": 0,
        "period_needed_ps": 1270,
        "rsz0062_at_grt": "false",
        "finalSetupTns_ps": 0,
        "maxSlewHeadroom_pct": 88.8,
        "max_freq_mhz": 789,
        "finalClockPeriodUsage_pct": 90.5,
        "drv_slew": 0,
        "tightest_slew_ps": 167,
        "fin_skew_ps": 6.54,
    },
    "clock_network": {
        "cts.sinks": 4,
        "postCtsHoldBufs": 0,
        "insertion_delay_ps": 240,
        "h-tree-depth": 1,
        "clk_pin_slew_ps": 40,
        "cts_tree": "done",
        "numCtsBuffers": 3,
        "cts-root-buf": "clkbuf_4",
        "cts_buffer_depth": 2,
    },
    "placed_design": {
        "dp_cells": 61,
        "place.gp.congestion": 0.610,
        "portBuffers": 3,
        "dp_slack_ps": -217,
    },
    "critical_path": {
        "worstPathArrival_ps": 990,
        "cp.required_ps": 1120,
        "start_kind": "flip-flop",
        "cp_max_fo": 2,
        "critPathKind": "reg2out",
        "cp-end-kind": "primary output",
    },
    "hold_path": {
        "hp-class": "in2async",
    },
    "flow_run": {
        "maxCapViolCount": 0,
        "tool_warnings": 25,
    },
    "power": {
        "power.density_mw_per_mm2": 1180,
        "ir_drop_uv": 153,
        "leakage_nw": 0.113,
    },
}
## path summary, 6_finish.rpt
kind                             startpoint          endpoint  slack [ps]  cells past startpoint
min                                   reset  present_state[1]         220                      2
min reg2reg                present_state[1]  present_state[1]         490                      1
max reg2reg                present_state[3]  present_state[0]         610                      3
min in group clk0                         x  present_state[0]         440                      3
max in group asynchronous             reset  present_state[0]         950                      2
max                        present_state[3]                 z         130                      2
## cells in the mapped netlist
cell type	count
inv_1	1
and2_1	1
dfstp_2	1
nor2_1	1
nor2b_1	1
dfrtp_1	3
nor3_1	1
o21a_1	2
## what timing repair did
item | in CTS | in global routing
setup endpoints to repair | 1 | 0
resized | 2 | 0
buffers inserted | 1 | 0
## cells in the final DEF, fill, tap and decap left out, drive strengths merged
| cell type | Yosys | final |
|---|---|---|
| dfrtp | 3 | 3 |
| dfstp | 1 | 1 |
| nor2b | 1 | 1 |
| buf | 0 | 2 |
| inv | 1 | 1 |
| o21a | 2 | 2 |
| clkbuf | 0 | 4 |
| and2 | 1 | 1 |
| nor3 | 1 | 1 |
| nor2 | 1 | 1 |
| dlygate4sd2 | 0 | 2 |
| clkdlybuf4s50 | 0 | 1 |
## area by class of cell
cell class                      instances  area, um2  share of cell area (%)
Multi-Input combinational cell          6       36.3                    13.6
Clock buffer                            4       26.3                    9.81
Timing Repair Buffer                    5       42.5                    15.9
Sequential cell                         4        101                    37.9
Inverter                                1       3.75                    1.40
Tap cell                               46       57.6                    21.5
## per-layer routing
metal	global-route usage (%)	vias up
li1	-	52
met4	0.880	0
met5	0	-
met1	1.00	50
met2	1.36	5
met3	1.59	2
## per-stage QoR
step	instance area (um2)	hold slack (ps)	power, W
floorplan	141	45.4	0.000145
global placement	236	455	0.000156
detailed placement	236	482	0.000159
CTS	268	222	0.000326
global route	268	222	0.000345
finish	268	221	0.000315
## logic make-up after synthesis
| family | synth area share, % |
|---|---|
| DFF | 71.7 |
| and+or+nand+nor | 15.0 |
| AOI/OAI and AO/OA | 10.6 |
| buffers and inverters | 2.65 |
## power by group
| group | internal, W | switching [W] | total, W |
|---|---|---|---|
| clock network | 0.000107 | 0.0000507 | 0.000158 |
| logic | 0.0000149 | 0.00000974 | 0.0000247 |
| registers | 0.000128 | 0.00000492 | 0.000133 |
| total | 0.000250 | 0.0000654 | 0.000315 |
## critical path, cell delays in order, from the launching register on
cell and delay [ps]:
dfrtp_1 370, and2_1 150, dlygate4sd2_1 230
Power is estimated from default activity; no workload was simulated.
