==> design/flow/design.v <==
`timescale 1ns / 1ps
module seq_1011(input clk,reset,in,output reg out);
parameter A = 2'b00,B=2'b01,C=2'b10,D=2'b11;
 reg [1:0] next_state,cur_state;
always @(posedge clk or posedge reset) begin
if (reset)
    cur_state<=A;
else
    cur_state<=next_state;
end
always @(cur_state , in) begin
    case (cur_state)
        A : begin
                out = in ? 0 : 0;
                next_state = in ? B: A;
        end
        B : begin
                out = in ? 0 : 0;
                next_state = in ? B: C;
        end  
        C : begin
                out = in ? 0 : 0;
                next_state = in ? D: A;
        end  
        D : begin
                out = in ? 1 : 0;
                next_state = in ? B: C;
        end  
        default: begin
                out = in ? 0 : 0;
                next_state = A;
        end 
    endcase
end
endmodule
==> design/flow/run.sh <==
#!/bin/bash
# OpenROAD 26Q1-2900-gdf79404cd8, Yosys 0.63+post, stock flow scripts
make -C /OpenROAD-flow-scripts/flow DESIGN_CONFIG=/design/flow/config.mk WORK_HOME=/design/flow/orfs finish
==> design/flow/config.mk <==
export PLATFORM = sky130hd
export DESIGN_NAME = seq_1011
export DESIGN_NICKNAME = seq_1011
export VERILOG_FILES = /design/flow/design.v
export SDC_FILE = /design/flow/constraint.sdc
export NUM_CORES = 4
export LEC_CHECK = 1
export CORE_AREA = 10 10 70 70
export DIE_AREA = 0 0 80 80
==> design/flow/constraint.sdc <==
current_design seq_1011

set clk_period 1.0
set clk_io_pct 0.2

create_clock -name clk0 -period $clk_period [get_ports {clk}]

set non_clock_inputs [all_inputs -no_clocks]
set_input_delay [expr $clk_period * $clk_io_pct] -clock clk0 $non_clock_inputs
set_output_delay [expr $clk_period * $clk_io_pct] -clock clk0 [all_outputs]
==> impl_metrics.tcl <==
# flow metrics
set metrics [dict create \
    pre_cts_worst_setup_slack_ps -465 \
    crit_family "flip-flops" \
    count_of_instantiated_cells_in_the_yosys_netlist 10 \
    fmax_ghz 0.964 \
    detail_route.drc_violations 0 \
    cp_max_fo 2 \
    fin_crit_ps 1040 \
    number_of_global_route_vias_before_repair 141 \
    grt_setup_unrepaired "yes" \
    placement.io_buffers 3 \
    ctsHtreeMaxLevel 1 \
    layout.core_utilization_pct 8.13 \
    critPathCaptureType "primary output" \
    yosys.area.top_type "sky130_fd_sc_hd__dfrtp_1" \
    cts_sinks 4 \
    total_power_mw 0.392 \
    power_leakage_nw 0.114 \
    floorplan.core_util_pct 4.32 \
    wl_um 288 \
    via_cell_ratio 1.55 \
    grtUsageTotal_pct 1.09 \
    stage_log_warnings 27 \
    postSynthSeqShare_pct 68.6 \
    worst_setup_hold_path_clk_slew_ps 40 \
    fp.dieH_um 80 \
    power.switching_mw 0.0698 \
    crit_path_start_kind "flop" \
    routed_wire_length_per_instance_um 4.43 \
    route.antenna.diode_count 0 \
    chip_area_sq_um 6400 \
    final_layout_size_suffix_gt1_share_pct 52.6 \
    root_buffer "sky130_fd_sc_hd__clkbuf_4" \
    antenna_found_initial 0 \
    worst_slew_margin_rel_pct 90.2 \
    via_count 101 \
    crit_required_ps 800 \
    timing.critical_path.slowest_cell_delay_ps 370 \
    pwr-share-seq_pct 41.6 \
    largest_register_ffs 4 \
    hold_class "in -> async" \
    max_area_cell_share_pct 50.8 \
    global_route_wire_length_before_repair_um 503 \
    route.antenna.remaining_nets 0 \
    hold_ws_ps 146 \
    critical_path.cell_chain "and2_4 -> buf_6" \
    holdBufCountCts 0 \
    clock_buffer_count_from_cts 3 \
    crit_arrival_ps 840 \
    final_min_period_over_clock_period_pct 104 \
    synth-seq-cells 4 \
    cp_num_cells 2 \
    place_congestion 0.572 \
    hold_violations 0 \
    synth_area_per_cell_sq_um 14.8 \
    combPwrFrac_pct 4.0 \
    setup_viol_count_final 1 \
    timing.rr.start "cur_state[3]" \
    die.size.x_um 80 \
    detail_route.first_pass.iterations 1 \
    place_area_sq_um 250 \
    grt_start_max_net_pins 5 \
    drt_first_iter_violations 0 \
    clock_skew_ps 9.57 \
    worst_setup_path_startpoint "cur_state[3]" \
    post-cts-setup-buffer-count 0 \
    layout-area-overhead-vs-synth_pct 88.1 \
    later_pin_clock_latency_in_the_skew_report_ps 230 \
    critPathKind "reg -> out" \
    rows 21 \
    final_layout_top_logic_cells "3 x sky130_fd_sc_hd__clkbuf_4, 3 x sky130_fd_sc_hd__dfrtp_1, 2 x sky130_fd_sc_hd__o21ba_2, 2 x sky130_fd_sc_hd__buf_4" \
    grt_overflow_total 0 \
    regMostFlops "cur_state" \
    vdd.ir_drop.worst_mv 0.144 \
    power.density_cell_area_nw_per_um2 1410 \
    synthesis.yosys.warnings 1 \
    worstPathBufferInverterCount 1 \
    largest_registers "cur_state: 4 flops" \
    synth_cells 10 \
    finalWorstSetupSlack_ps -37.2 \
    yosys.cell_types.count 7 \
    worst-slew-pin-transition_ps 146 \
    failed_checks "setup timing" \
    synth.top_cells.by_area "sky130_fd_sc_hd__dfrtp_1 51%, sky130_fd_sc_hd__dfstp_2 18%, sky130_fd_sc_hd__o21ba_2 14%" \
    power.share.switching_pct 17.8 \
    maximum_root_to_sink_buffer_count 2 \
    power.clock.fraction_pct 54.5 \
    timing.critical_path.slowest_stage_cell "sky130_fd_sc_hd__dfrtp_1" \
    design_area_sq_um 278 \
    yosysChipArea_sq_um 148 \
    floorplan.io_pins 4 \
    cell_internal_pwr_mw 0.322 \
    syn_area_sq_um 148 \
    cts_tree "done" \
    final-max-slew-violation-count 0 \
    drv.max_cap_violation_count 0 \
    design.core.area_sq_um 3420 \
    outcome "finished with violations" \
    reg2regPathDepth 2 \
]
[cell families after synthesis]
kind of cell / count (synthesis) / share of synthesized area (%)
flops: 4 / 68.6
compound gates: 3 / 19.5
simple gates: 2 / 9.33
buf+inv: 1 / 2.54
[power groups by stage]
stage / Combinational (mW) / Clock (mW) / Sequential, mW
4_1_cts: 0.0160 / 0.226 / 0.163
5_1_grt: 0.0175 / 0.244 / 0.163
6_report: 0.0155 / 0.213 / 0.163
[cell type report]
class	count	area (sq um)
multi-input combinational	5	43.8
clock buffer	4	26.3
tap	46	57.6
inverter	1	3.75
fill	403	3140
sequential	4	101
timing repair buffer	5	45.0
[through the flow]
stage | cells | setup TNS, ps
after floorplan | 10 | 0
after global placement | 61 | -559
after detailed placement | 61 | -572
after CTS | 65 | -50.6
after global routing | 65 | -72.8
final | 65 | -37.2
[repair_timing]
action | in CTS | in global routing
pin swaps | 1 | 0
setup endpoints to repair | 1 | 1
endpoints found under the hold margin | 0 | 0
resized | 5 | 1
[worst register-to-register path, stage by stage (launching register included)]
cell	delay, ps
sky130_fd_sc_hd__dfrtp_1	370
sky130_fd_sc_hd__buf_4	130
sky130_fd_sc_hd__o31a_1	280
[metal layers]
metal / routed length [um] / track usage [%] / part of all wire [%]
met1: 103 / 0.868 / 36
met2: 132 / 1.36 / 46
met3: 52 / 1.48 / 18
met4: 0 / 0.704 / 0
met5: 0 / 0 / 0
[Yosys cell counts (all sizes together)]
cell type / instances
inv: 1
dfstp: 1
o21ba: 2
o31a: 1
and2: 2
dfrtp: 3
[final timing paths]
kind	endpoint	slack, ps
setup reg to reg	cur_state[2]	90
min in group clk0	cur_state[3]	450
hold / removal	cur_state[1]	150
hold reg to reg	cur_state[1]	480
max in group asynchronous	cur_state[0]	620
setup / recovery	out	-40
Power and IR drop assume default switching activity.
